$ cat flow/config.mk
export PLATFORM = sky130hd
export DESIGN_NAME = main
export DESIGN_NICKNAME = main
export VERILOG_FILES = /design/flow/design.v
export SDC_FILE = /design/flow/constraint.sdc
export NUM_CORES = 4
export LEC_CHECK = 1
export CORE_AREA = 10 10 72 72
export DIE_AREA = 0 0 82 82
$ cat flow/constraint.sdc
current_design main

set clk_period 1.0
set clk_io_pct 0.2

create_clock -name clk0 -period $clk_period [get_ports {CLK}]

set non_clock_inputs [all_inputs -no_clocks]
set_input_delay [expr $clk_period * $clk_io_pct] -clock clk0 $non_clock_inputs
set_output_delay [expr $clk_period * $clk_io_pct] -clock clk0 [all_outputs]
$ cat flow/design.v
`timescale 1ns / 1ps
module FSM_Detector_4_Arriba(CLK, Reset, PulseR, CLK_cont
    );
    input CLK, Reset, PulseR;
    output reg CLK_cont;
    reg [2:0] State = 0;
    reg [2:0] NextState = 0; 
    parameter S0=3'd0, S1=3'd1, S2=3'd2, S3=3'd3, S4=3'd4, S5=3'd5, S6=3'd6, S7=3'd7;
    always @(posedge CLK)
        begin
            if (Reset)
                State<=S0;
            else
                State<=NextState;
        end
    always @*
        begin 
            case (State)
                S0: begin
                    if (PulseR) NextState <= S1;
                    else NextState <= S1;
                end
                S1: begin
                    if (PulseR) NextState <= S2;
                    else NextState <= S1;
                end
                S2: begin
                    if (PulseR) NextState <= S3;
                    else NextState <= S1;
                end
                S3: begin
                    if (PulseR) NextState <= S4;
                    else NextState <= S1;
                end 
                S4: begin
                    if (PulseR) NextState <= S5;
                    else NextState <= S1;
                end 
                S5: begin
                    if (PulseR) NextState <= S6;
                    else NextState <= S1;
                end 
                S6: begin
                    if (PulseR) NextState <= S7;
                    else NextState <= S7;
                end
                S7: begin
                    if (PulseR) NextState <= S7;
                    else NextState <= S1;
                end
                default: begin
                    NextState <= S1;
                end
            endcase
        end                
    always @*
        begin
            case (State)
                S0: begin
                    CLK_cont <= 1'b1;
                end
                S1: begin
                    CLK_cont <= 1'b0;
                end
                S2: begin
                    CLK_cont <= 1'b0;
                end
                S3: begin
                    CLK_cont <= 1'b0;
                end
                S4: begin
                    CLK_cont <= 1'b0;
                end
                S5: begin
                    CLK_cont <= 1'b0;
                end
                S6: begin
                    CLK_cont <= 1'b1;
                end
                S7: begin
                    CLK_cont <= 1'b0;
                end
            endcase
        end
endmodule
`timescale 1ns / 1ps
module MOD_Contador(CLK_cont, Reset, Cuenta
    );
    input CLK_cont;
    input Reset;
    output reg [4:0] Cuenta;
    always @ (posedge CLK_cont)
      if (Reset) begin
          Cuenta <= 5'b0;
       end
       else if (Cuenta == 5'b10100) begin
                Cuenta <= 5'b0;
             end
             else begin
                Cuenta <= Cuenta + 1'b1; 
             end
endmodule
`timescale 1ns / 1ps
module Traductor_BCD(
    input [4:0] Cuenta,
    output [3:0] Tens, Units
    );
    wire and_Rep;
    assign and_Rep = Cuenta[4] & ~Cuenta[3] & ~Cuenta[2] & ~Cuenta[1];
    assign Tens[3] = 2'b0;
    assign Tens[2] = 2'b0;
    assign Tens[1] = Cuenta[4] & Cuenta[2];
    assign Tens[0] = (Cuenta[3] & Cuenta[2]) | (Cuenta[3] & Cuenta[1]) | (Cuenta[4] & ~Cuenta[3] & ~Cuenta[2]);
    assign Units[3] = (Cuenta[3] & ~Cuenta[2] & ~Cuenta[1]) | (Cuenta[4] & Cuenta[1]);
    assign Units[2] = (~Cuenta[4] & ~Cuenta[3] & Cuenta[2]) | (Cuenta[2] & Cuenta[1]) | and_Rep;
    assign Units[1] = (Cuenta[3] & Cuenta[2] & ~Cuenta[1]) | (~Cuenta[4] & ~Cuenta[3] & Cuenta[1]) | and_Rep;
    assign Units[0] = Cuenta[0];
endmodule
`timescale 1ns / 1ps
module main(CLK, Reset, Pulse, Units, Tens
    );
    input CLK, Reset, Pulse;
    output [3:0] Tens;
    output [3:0] Units;
    wire PulseR;
    wire CLK_cont;
    wire [4:0] Cuenta;
    assign PulseR = Pulse & ~Reset;
    FSM_Detector_4_Arriba detector(CLK, Reset, PulseR, CLK_cont
    );
    MOD_Contador contador(CLK_cont, Reset, Cuenta
    );
    Traductor_BCD tradutor(Cuenta, Tens, Units
    );
endmodule
$ cat flow/run.sh
#!/bin/bash
# OpenROAD 26Q1-2900-gdf79404cd8, Yosys 0.63+post, stock flow scripts
make -C /OpenROAD-flow-scripts/flow DESIGN_CONFIG=/design/flow/config.mk WORK_HOME=/design/flow/orfs finish
==> impl_metrics.py <==
# Synthesis and PnR figures
metrics = {
    "grt": {
        "antenna_found_initial": 0,
        "grt_max_degree": 12,
        "grt_util_all_layers": 0.0306,
        "grt_pass1_wl_microns": 1700,
        "grt_pass1_vias": 379,
        "grt.overflow.total": 0,
    },
    "timing": {
        "final_hold_viol_count": 0,
        "clock.fmax_ghz": 1.06,
        "untimed_endpoints": 11,
        "fin_crit_ns": 0.947,
        "setup_viol": 0,
        "maxSlewViolCount": 0,
        "rsz0062_at_grt": "no",
        "clock_skew_ns": 0.0000253,
        "period_used_share": 0.947,
        "unclocked_pins": 5,
    },
    "placed_design": {
        "hpwlAfterDp_microns": 771,
        "place_inst": 110,
        "gp_congestion": 0.799,
        "dpl_cell_area_sq_um": 587,
        "port_buffers": 8,
    },
    "synth": {
        "compound_area_frac": 0.207,
        "yosys_area_sq_um": 459,
        "yosys-top-cells-count": "8 x dfxtp_1, 6 x nor2_1, 5 x inv_1",
        "ys_sh_simple": 0.166,
        "most_common_cell": "dfxtp_1",
        "area_leaders": "dfxtp_1 35%, xnor2_1 5.7%, ha_1 5.4%",
        "seq_area_frac_synth": 0.349,
        "synth_top_area_share": 0.349,
        "syn_area_per_cell_sq_um": 8.35,
        "netlist_area_sq_um": 459,
        "ys_types": 24,
        "synth_async_sr_flop_share": 0,
        "synth-main-ff-cell": "dfxtp_1",
        "synth-xor-area-share": 0.0572,
        "yosys_warnings": 2,
        "logic_family": "AND-OR/OR-AND gates",
        "syn_inst": 55,
        "edf_count": 0,
        "top_area_cell": "dfxtp_1",
        "mux_area_frac": 0.0245,
        "ys.flops": 8,
        "fa_ha_area_frac": 0.0545,
        "ys_cells": 55,
    },
    "worst_setup_path": {
        "worst_ep_required_time_ns": 1.10,
        "critPathMaxFanout": 2,
        "path_class": "reg -> reg",
        "worstSetupStartpointType": "flop",
        "critPathCaptureType": "flop",
        "critPathArrivalTime_ns": 1.04,
    },
    "floorplanning": {
        "initial_core_util": 0.124,
        "std_cell_rows": 22,
        "chip_area_sq_um": 6720,
        "io_pins": 11,
        "coreArea_sq_um": 3690,
        "die_h_microns": 82,
        "die_x_microns": 82,
    },
    "route": {
        "via_per_inst": 3.38,
        "diodes": 0,
        "first_pass_iters": 4,
        "wl_microns": 947,
        "first_iter_violations": 10,
        "drc_errors": 0,
        "ant_nets": 0,
        "post_drt_wl_per_cell_microns": 8.31,
        "routed-via-count": 385,
    },
    "clock_network": {
        "root_buffer": "clkbuf_8",
        "cts_buffers": 3,
        "cts_buffer_depth": 2,
        "cts_hold_buf": 0,
        "cts_tree": "built",
        "cts_htree_levels": 1,
        "clk_latency_ns": 0.21,
        "path_clk_slew_ns": 0.03,
        "postCtsSetupBuffers": 0,
    },
    "layout": {
        "comb_area_sq_um": 246,
        "post-route-util": 0.173,
        "stdcell_count": 114,
        "drive_gt1_frac": 0.197,
        "design_area_sq_um": 639,
        "fillCellCount": 429,
        "area_growth_pct": 39.2,
        "flop_area_sq_um": 160,
    },
    "min_path": {
        "hold_path_class": "in -> reg",
    },
    "power_and_ir_drop": {
        "ir_drop_mv": 0.317,
        "leakage_nw": 0.241,
        "powerDensity_nw_per_um2": 902,
    },
    "flow_run": {
        "cap_violations": 0,
        "warnings": 26,
    },
    "outcome": {
        "status": "complete, no violations",
    },
}
## critical path: stages, from the launching register on
cell and delay, ns:
dfxtp_1 0.33, mux2_2 0.34, a22oi_2 0.12, nor2_1 0.05
## flip-flops by register name, indices dropped and copies added, names as in the netlist
signal	count
contador.Cuenta	5
detector.State	3
## power by group
group          switching [W]  internal, W
Sequential         0.0000144     0.000149
Clock              0.0000708     0.000271
Combinational      0.0000302    0.0000417
Total               0.000115     0.000461
## placed cells by master, fill, tap and decap left out, drive strengths merged
| master | count |
|---|---|
| and2 | 1 |
| a31oi | 1 |
| a211oi | 1 |
| mux2 | 1 |
| a21oi | 3 |
| a22oi | 1 |
| nand3 | 3 |
| conb | 2 |
| clkbuf | 4 |
| o21ai | 4 |
| dlymetal6s2s | 1 |
| xnor2 | 3 |
| nor2 | 6 |
| ha | 2 |
| nand2 | 3 |
| a31o | 1 |
| buf | 3 |
| dfxtp | 8 |
| clkdlybuf4s50 | 7 |
| o22ai | 1 |
| nor3b | 1 |
| inv | 6 |
| or2 | 1 |
| o31ai | 2 |
## cell families (layout without fill, tap and decap cells)
group                    count (synthesis)  after routing
flip-flops                               8              8
multiplexers                             1              1
AND/OR/NAND/NOR                         15             15
adder cells (fa/ha/maj)                  2              2
other                                    1              2
buffers and inverters                   11             21
AND-OR/OR-AND                           14             14
XOR/XNOR                                 3              3
## final cells by class
class	instances	area share
well taps	48	0.0939
multi-input cells	37	0.386
flip-flops and latches	8	0.250
clock buffers	4	0.0705
inverters	6	0.0352
repair buffers	11	0.164
## stage by stage
stage / hold WS [ns] / TNS (ns) / setup slack [ns] / total power, W
after floorplan: 0.269 / 0 / 0.0169 / 0.000206
after global placement: 0.533 / -0.348 / -0.194 / 0.000233
after detailed placement: 0.534 / -0.394 / -0.221 / 0.000237
after CTS: 0.551 / 0 / 0.0144 / 0.000590
after global routing: 0.369 / 0 / 0.00508 / 0.000608
final: 0.336 / 0 / 0.0526 / 0.000577
## routing by layer
metal	global-route usage	vias up	wire length (microns)
li1	-	205	-
met4	0.00510	0	6
met3	0.0165	2	63
met2	0.0486	4	438
met5	0	-	0
met1	0.0363	174	438
## path summary, 6_finish.rpt
path | startpoint | slack [ns] | depth (start not counted) | to
worst max-delay path | detector.State[0] | 0.05 | 3 | detector.State[2]
worst min-delay path | Pulse | 0.34 | 3 | detector.State[1]
worst min register to register | detector.State[1] | 0.57 | 2 | detector.State[0]
worst max register to register | detector.State[0] | 0.05 | 3 | detector.State[2]
## what timing repair did
action                                  CTS  global route
pin swaps                                 0             1
resized                                   1             1
endpoints found under the setup margin    1             2
Power is estimated from default activity; no workload was simulated.
